==> ./design.v <==
`timescale 1ns / 1ps
    parameter BUS_WIDTH = 32;
    parameter WIDTH = 8;
    parameter DEPTH = 2048;
    parameter ADDR = 11;
    typedef enum logic [6:0] {     
        R_type      = 7'b0110011,  
        I_type_load = 7'b0000011,  
        I_type_imm  = 7'b0010011,  
        I_type_jalr = 7'b1100111,  
        S_type      = 7'b0100011,  
        U_type_auipc= 7'b0010111,  
        U_type_lui  = 7'b0110111,  
        B_type      = 7'b1100011,  
        J_type_jal  = 7'b1101111,   
        CSR_type    = 7'b1110011 
    } type_opcode_e;
    typedef enum logic [6:0] {   
        add     = {3'b100,1'b0,3'b000},
        sub     = {3'b100,1'b1,3'b000},
        sll     = {3'b100,1'b0,3'b001},
        slt     = {3'b100,1'b0,3'b010},
        sltu    = {3'b100,1'b0,3'b011},
        xor_    = {3'b100,1'b0,3'b100},
        srl     = {3'b100,1'b0,3'b101},
        sra     = {3'b100,1'b1,3'b101},
        or_     = {3'b100,1'b0,3'b110}, 
        and_    = {3'b100,1'b0,3'b111}, 
        addi    = {3'b010,1'bx,3'b000},
        slli    = {3'b010,1'b0,3'b001},
        slti    = {3'b010,1'bx,3'b010},
        sltiu   = {3'b010,1'bx,3'b011}, 
        xori    = {3'b010,1'bx,3'b100},
        srli    = {3'b010,1'bx,3'b101},
        srai    = {3'b010,1'b1,3'b101}, 
        ori     = {3'b010,1'bx,3'b110},
        andi    = {3'b010,1'bx,3'b111},
        lui_    = {3'b001,1'bx,3'bxxx}
    } type_alu_e;
    typedef enum logic [2:0] {   
        beq    = 3'b000,
        bne    = 3'b001,
        no_jump= 3'b010,
        jump   = 3'b011,
        blt    = 3'b100,
        bge    = 3'b101, 
        bltu   = 3'b110,
        bgeu   = 3'b111    
    } type_B_op_e;
    typedef enum logic [3:0] {   
        csrrw   = 4'b1001,
        csrrs   = 4'b1010,
        csrrc   = 4'b1011,
        csrrwi  = 4'b1101,
        csrrsi  = 4'b1110, 
        csrrci  = 4'b1111   
    } type_CSR_op_e;
    typedef enum logic [11:0] {   
        CSR_ADDR_MSTATUS        = 'h300,
        CSR_ADDR_MIE            = 'h304,
        CSR_ADDR_MTVEC          = 'h305,
        CSR_ADDR_MEPC           = 'h341,
        CSR_ADDR_MCAUSE         = 'h342,
        CSR_ADDR_MIP            = 'h344
    } type_csr_addr_e;
    typedef enum logic [2:0] {   
        Idle        = 3'b000,
        Load        = 3'b001,
        Write       = 3'b010,
        Transmit    = 3'b011,
        Receive     = 3'b100,
        Read        = 3'b101 
    } type_uart_state_e;
    typedef struct packed {
        logic [BUS_WIDTH-1:0] dbus;
        logic [BUS_WIDTH-1:0] dbus_addr;
        logic wr_en;
        logic rd_en;
        logic sel;
    }type_lsu2module_data_s; 
    typedef struct packed {
        logic [BUS_WIDTH-1:0] rd_data;
    }type_module2lsu_s;  
    typedef struct packed {
        logic [BUS_WIDTH-1:0] pc;
        logic [BUS_WIDTH-1:0] inst;
    }type_f2de_data_s;
    typedef struct packed {
        logic [BUS_WIDTH-1:0] imm32;
        logic [BUS_WIDTH-1:0] rdata1;
        logic [BUS_WIDTH-1:0] rdata2;
    }type_d2e_data_s;
    typedef struct packed {
        logic [BUS_WIDTH-1:0] addr;
        logic [BUS_WIDTH-1:0] data;
    }type_e2csr_data_s;
    typedef struct packed {
        logic [BUS_WIDTH-1:0] pc;
        logic [BUS_WIDTH-1:0] inst;
        logic [BUS_WIDTH-1:0] alu_out;
        logic [BUS_WIDTH-1:0] wdata;
        type_e2csr_data_s e2csr_data;
    }type_de2mw_data_s;
    typedef struct packed {
        logic [BUS_WIDTH-1:0] alu_out;
        logic [BUS_WIDTH-1:0] wbdata;
        logic [BUS_WIDTH-1:0] inst;
    }type_mw2de_fb_data_s;
    typedef struct packed {
        logic [BUS_WIDTH-1:0] alu_out;
    }type_de2f_fb_data_s; 
    typedef struct packed {
        logic [BUS_WIDTH-1:0] epc_evec;
    }type_csr2f_fb_data_s;
    typedef struct packed {
        logic [1:0] wb_sel;
    }type_w_ctr_s;
    typedef struct packed {
        logic wr_en;
        logic rd_en;
    }type_m_ctr_s;
    typedef struct packed {
        logic sel_A;
        logic sel_B;
        logic [1:0] For_A;
        logic [1:0] For_B;
        logic [2:0] br_type;
        logic [3:0] alu_op;
    }type_e_ctr_s;
    typedef struct packed {
        logic reg_wrMW;
        logic [2:0] imm_gen;
        logic illegal_opcode;
    }type_d_ctr_s;
    typedef struct packed {
        logic br_taken;
    }type_f_ctr_s;
    typedef struct packed {
        logic epc_taken;
    }type_csr2f_ctr_s;
    typedef struct packed {
        logic reg_wr;
        logic reg_rd;
        logic is_mret;
    }type_csr_ctr_s;
module MUX3x1(  input logic [1:0] sel2,
                input logic [BUS_WIDTH-1:0] in0,in1,in2,
                output logic [BUS_WIDTH-1:0] out
                );
    always @(sel2 or in0 or in1 or in2) begin
        case(sel2)
            2'b00   : out = in0 ;
            2'b01   : out = in1 ;
            2'b10   : out = in2 ;
            default : out = 0 ;
        endcase
    end
endmodule
==> ./run.sh <==
#!/bin/bash
# OpenROAD 26Q1-2900-gdf79404cd8, Yosys 0.63+post, stock flow scripts
make -C /OpenROAD-flow-scripts/flow DESIGN_CONFIG=/design/flow/config.mk WORK_HOME=/design/flow/orfs finish
==> ./config.mk <==
export PLATFORM = sky130hd
export DESIGN_NAME = MUX3x1
export DESIGN_NICKNAME = MUX3x1
export VERILOG_FILES = /design/flow/design.v
export SDC_FILE = /design/flow/constraint.sdc
export NUM_CORES = 4
export LEC_CHECK = 1
export CORE_AREA = 10 10 70 70
export DIE_AREA = 0 0 80 80
==> ./constraint.sdc <==
current_design MUX3x1

set clk_period 2.8
set clk_io_pct 0.2

create_clock -name clk0 -period $clk_period

set non_clock_inputs [all_inputs -no_clocks]
set_input_delay [expr $clk_period * $clk_io_pct] -clock clk0 $non_clock_inputs
set_output_delay [expr $clk_period * $clk_io_pct] -clock clk0 [all_outputs]
==> results.sh <==
# yosys + openroad results
export IMPL_yosysCellCount=77
export IMPL_area_leaders="mux2i_1 41%, o2bb2ai_1 24%, o2bb2ai_2 19%, buf_6 11%, nor2b_4 1.7%"
export IMPL_p_leak_uw=0.000803
export IMPL_power_clock_fraction=0
export IMPL_portBuffers=130
export IMPL_vias_per_cell=4.60
export IMPL_antenna_found_initial=0
export IMPL_status="finished clean"
export IMPL_top_area_frac=0.407
export IMPL_period_used=0.954
export IMPL_rsz0062_at_grt="false"
export IMPL_io_pin_count=130
export IMPL_grt_pass1_wl_mm=6.88
export IMPL_ir_worst_vdd_v=0.0000583
export IMPL_top_cell="mux2i_1"
export IMPL_syn_area_per_cell_um2=10.2
export IMPL_wl_per_cell_um=19.1
export IMPL_netlist_area_um2=787
export IMPL_vias=1137
export IMPL_routed_wl_mm=4.72
export IMPL_worst_hold_path_type="input port to output pin"
export IMPL_chipWidth_um=80
export IMPL_die_area_mm2=0.00640
export IMPL_common_cells="32 x mux2i_1, 22 x o2bb2ai_1, 10 x o2bb2ai_2, 8 x buf_6, 2 x clkbuf_1"
export IMPL_drv_slew=0
export IMPL_n_clock_buffer=0
export IMPL_holdPathEnd="out[8]"
export IMPL_maxSlewHeadroom=0.740
export IMPL_grtUsageTotal=0.134
export IMPL_cts_hold_fix_buffers=0
export IMPL_whs_path_depth=4
export IMPL_final_fill_count=282
export IMPL_diodes=0
export IMPL_drive_gt1_frac=0.0896
export IMPL_worstPathRequired_ps=2240
export IMPL_die_height_um=80
export IMPL_drt_antenna_violating_nets=0
export IMPL_cp_max_fo=22
export IMPL_yosysWarnings=1
export IMPL_ys_types=8
export IMPL_yosysTopAreaCell="mux2i_1"
export IMPL_switching_share=0.259
export IMPL_worstMarginPinSlew_ps=390
export IMPL_post_dp_hpwl_mm=4.23
export IMPL_holdCritStartpoint="sel2[1]"
export IMPL_power_switching_uw=80.7
export IMPL_drt_iter0_drc=26
export IMPL_ys_chip_area_um2=787
export IMPL_p_seq_frac=0
export IMPL_gr_total_overflow=0
export IMPL_fp_util=0.230
export IMPL_final_setup_tns_ps=0
export IMPL_flops=0
export IMPL_internal_power_uw=231
export IMPL_warning_count=33
export IMPL_postSynthSeqShare=0
export IMPL_drtPass1Iterations=2
export IMPL_area_growth_pct=165
export IMPL_power_per_cell_area_mw_per_mm2=149
export IMPL_rows=21
export IMPL_fmax_mhz=374
export IMPL_regArea_um2=0
export IMPL_p_comb_frac=1.000
export IMPL_criticalPathCategory="input port to output pin"
export IMPL_grt_pass1_vias=1242
export IMPL_cts_resized_gates=0
export IMPL_cts_setup_buffers=0
export IMPL_end_kind="output pin"
export IMPL_gp_congestion=0.835
export IMPL_layout_min_cycle_time_ps=2670
export IMPL_cap_violations=0
export IMPL_start_kind="input port"
export IMPL_grt_max_degree=33
export IMPL_setup_violations=0
export IMPL_hold_viol_final=0
export IMPL_core_mm2=0.00342
export IMPL_drc=0
export IMPL_critPathArrivalTime_ps=2110
export IMPL_hold_ws_ps=1850
export IMPL_netlist_instances=77
## metal layers
layer,part of all wire,up-vias,track usage
met5,0,-,0
met4,0.0053,0,0.00528
met3,0.13,2,0.0614
met2,0.50,70,0.245
met1,0.36,494,0.145
li1,-,571,-
## worst max-delay path: stages
cell and delay [ps]:
clkdlybuf4s50_1 470, nor2b_4 240, buf_12 190, o2bb2ai_1 120
clkdlybuf4s50_1 520
## power by group through the flow
stage     registers [µW]  logic, µW  clock network (µW)
4_1_cts                0        317                   0
5_1_grt                0        336                   0
6_report               0        311                   0
## how the worst max path moves through the flow
stage	slack, ps	startpoint	to
after CTS	120	sel2[0]	out[18]
after global routing	50	sel2[0]	out[29]
final	130	sel2[0]	out[11]
## metrics by stage
stage               worst slack [ps]  utilization  area [µm²]  std cells  total power [µW]
floorplan                       1080            -         787         77              90.2
detailed placement               119        0.611        2090        247               316
global route                    49.6        0.611        2090        247               336
global placement                 124        0.611        2090        247               313
finish                           130        0.611        2090        247               311
CTS                              117        0.611        2090        247               317
## placed cells by master (no fill, tap or decap)
cell type,count
buf_12,1
buf_2,1
buf_4,5
clkdlybuf4s50_1,129
mux2i_1,32
nor2b_4,1
o2bb2ai_1,22
o2bb2ai_2,10
## layout make-up
cell class	count	area, µm²	share of cell area
repair buffers	136	1350	0.648
well taps	46	57.6	0.0276
multi-input cells	65	677	0.324
## cell families after synthesis
group / count (synthesis) / synth area share
AND/OR/NAND/NOR: 1 / 0.0175
buffers and inverters: 12 / 0.140
AND-OR/OR-AND: 32 / 0.436
multiplexers: 32 / 0.407
No activity file was given, so power comes from the tool's default toggle rates.
