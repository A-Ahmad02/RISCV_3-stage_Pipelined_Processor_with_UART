$ cat ./design.v
`timescale 1ns/1ps
    parameter BUS_WIDTH = 32;
    parameter WIDTH = 8;
    parameter DEPTH = 2048;
    parameter ADDR = 11;
    typedef enum logic [6:0] {     
        R_type      = 7'b0110011,  
        I_type_load = 7'b0000011,  
        I_type_imm  = 7'b0010011,  
        I_type_jalr = 7'b1100111,  
        S_type      = 7'b0100011,  
        U_type_auipc= 7'b0010111,  
        U_type_lui  = 7'b0110111,  
        B_type      = 7'b1100011,  
        J_type_jal  = 7'b1101111,   
        CSR_type    = 7'b1110011 
    } type_opcode_e;
    typedef enum logic [6:0] {   
        add     = {3'b100,1'b0,3'b000},
        sub     = {3'b100,1'b1,3'b000},
        sll     = {3'b100,1'b0,3'b001},
        slt     = {3'b100,1'b0,3'b010},
        sltu    = {3'b100,1'b0,3'b011},
        xor_    = {3'b100,1'b0,3'b100},
        srl     = {3'b100,1'b0,3'b101},
        sra     = {3'b100,1'b1,3'b101},
        or_     = {3'b100,1'b0,3'b110}, 
        and_    = {3'b100,1'b0,3'b111}, 
        addi    = {3'b010,1'bx,3'b000},
        slli    = {3'b010,1'b0,3'b001},
        slti    = {3'b010,1'bx,3'b010},
        sltiu   = {3'b010,1'bx,3'b011}, 
        xori    = {3'b010,1'bx,3'b100},
        srli    = {3'b010,1'bx,3'b101},
        srai    = {3'b010,1'b1,3'b101}, 
        ori     = {3'b010,1'bx,3'b110},
        andi    = {3'b010,1'bx,3'b111},
        lui_    = {3'b001,1'bx,3'bxxx}
    } type_alu_e;
    typedef enum logic [2:0] {   
        beq    = 3'b000,
        bne    = 3'b001,
        no_jump= 3'b010,
        jump   = 3'b011,
        blt    = 3'b100,
        bge    = 3'b101, 
        bltu   = 3'b110,
        bgeu   = 3'b111    
    } type_B_op_e;
    typedef enum logic [3:0] {   
        csrrw   = 4'b1001,
        csrrs   = 4'b1010,
        csrrc   = 4'b1011,
        csrrwi  = 4'b1101,
        csrrsi  = 4'b1110, 
        csrrci  = 4'b1111   
    } type_CSR_op_e;
    typedef enum logic [11:0] {   
        CSR_ADDR_MSTATUS        = 'h300,
        CSR_ADDR_MIE            = 'h304,
        CSR_ADDR_MTVEC          = 'h305,
        CSR_ADDR_MEPC           = 'h341,
        CSR_ADDR_MCAUSE         = 'h342,
        CSR_ADDR_MIP            = 'h344
    } type_csr_addr_e;
    typedef enum logic [2:0] {   
        Idle        = 3'b000,
        Load        = 3'b001,
        Write       = 3'b010,
        Transmit    = 3'b011,
        Receive     = 3'b100,
        Read        = 3'b101 
    } type_uart_state_e;
    typedef struct packed {
        logic [BUS_WIDTH-1:0] dbus;
        logic [BUS_WIDTH-1:0] dbus_addr;
        logic wr_en;
        logic rd_en;
        logic sel;
    }type_lsu2module_data_s; 
    typedef struct packed {
        logic [BUS_WIDTH-1:0] rd_data;
    }type_module2lsu_s;  
    typedef struct packed {
        logic [BUS_WIDTH-1:0] pc;
        logic [BUS_WIDTH-1:0] inst;
    }type_f2de_data_s;
    typedef struct packed {
        logic [BUS_WIDTH-1:0] imm32;
        logic [BUS_WIDTH-1:0] rdata1;
        logic [BUS_WIDTH-1:0] rdata2;
    }type_d2e_data_s;
    typedef struct packed {
        logic [BUS_WIDTH-1:0] addr;
        logic [BUS_WIDTH-1:0] data;
    }type_e2csr_data_s;
    typedef struct packed {
        logic [BUS_WIDTH-1:0] pc;
        logic [BUS_WIDTH-1:0] inst;
        logic [BUS_WIDTH-1:0] alu_out;
        logic [BUS_WIDTH-1:0] wdata;
        type_e2csr_data_s e2csr_data;
    }type_de2mw_data_s;
    typedef struct packed {
        logic [BUS_WIDTH-1:0] alu_out;
        logic [BUS_WIDTH-1:0] wbdata;
        logic [BUS_WIDTH-1:0] inst;
    }type_mw2de_fb_data_s;
    typedef struct packed {
        logic [BUS_WIDTH-1:0] alu_out;
    }type_de2f_fb_data_s; 
    typedef struct packed {
        logic [BUS_WIDTH-1:0] epc_evec;
    }type_csr2f_fb_data_s;
    typedef struct packed {
        logic [1:0] wb_sel;
    }type_w_ctr_s;
    typedef struct packed {
        logic wr_en;
        logic rd_en;
    }type_m_ctr_s;
    typedef struct packed {
        logic sel_A;
        logic sel_B;
        logic [1:0] For_A;
        logic [1:0] For_B;
        logic [2:0] br_type;
        logic [3:0] alu_op;
    }type_e_ctr_s;
    typedef struct packed {
        logic reg_wrMW;
        logic [2:0] imm_gen;
        logic illegal_opcode;
    }type_d_ctr_s;
    typedef struct packed {
        logic br_taken;
    }type_f_ctr_s;
    typedef struct packed {
        logic epc_taken;
    }type_csr2f_ctr_s;
    typedef struct packed {
        logic reg_wr;
        logic reg_rd;
        logic is_mret;
    }type_csr_ctr_s;
module Counter( input logic [BUS_WIDTH-1-2:0] d,
            output logic [BUS_WIDTH-1-2:0] q
            );
    always_comb begin
        q = d+1;
     end
endmodule
`timescale 1ns / 1ps
module MUX4x1(  input logic [1:0] sel2,
                input logic [BUS_WIDTH-1:0] in0,in1,in2,in3,
                output logic [BUS_WIDTH-1:0] out
                );
    always @(sel2 or in0 or in1 or in2 or in3) begin
        case(sel2)
            2'b00   : out = in0 ;
            2'b01   : out = in1 ;
            2'b10   : out = in2 ;
            2'b11   : out = in3 ;
            default : out = 0 ;
        endcase
    end
endmodule
`timescale 1ns/1ps
module Writeback(input logic [BUS_WIDTH-1:0] pc, rdata, data_addrMW, csr_rdata,
		 input logic [1:0] wb_sel,
		 output logic [BUS_WIDTH-1:0] wbdataMW
		);
logic [BUS_WIDTH-1-2:0] pc_4_MW;
Counter C2(.d(pc[BUS_WIDTH-1:2]),.q(pc_4_MW));  
MUX4x1 m4(.sel2(wb_sel),.in0(rdata),.in1(data_addrMW),.in2({pc_4_MW,2'b0}),.in3(csr_rdata),.out(wbdataMW));
endmodule
$ cat ./config.mk
export PLATFORM = sky130hd
export DESIGN_NAME = Writeback
export DESIGN_NICKNAME = Writeback
export VERILOG_FILES = /design/flow/design.v
export SDC_FILE = /design/flow/constraint.sdc
export NUM_CORES = 4
export LEC_CHECK = 1
export CORE_AREA = 10 10 96 96
export DIE_AREA = 0 0 106 106
$ cat ./constraint.sdc
current_design Writeback

set clk_period 5.3
set clk_io_pct 0.2

create_clock -name clk0 -period $clk_period

set non_clock_inputs [all_inputs -no_clocks]
set_input_delay [expr $clk_period * $clk_io_pct] -clock clk0 $non_clock_inputs
set_output_delay [expr $clk_period * $clk_io_pct] -clock clk0 [all_outputs]
$ cat ./run.sh
#!/bin/bash
# OpenROAD 26Q1-2900-gdf79404cd8, Yosys 0.63+post, stock flow scripts
make -C /OpenROAD-flow-scripts/flow DESIGN_CONFIG=/design/flow/config.mk WORK_HOME=/design/flow/orfs finish
==> job_summary.md <==
## Synthesis and layout report

| Metric | Value |
|---|---|
| Status | complete, no violations |
| Count of hold buffers inserted by post-cts repair | 0 |
| Maximum fanout encountered on the critical timing path | 5 |
| Peak supply drop | approximately 0.023 mV |
| Number of buffers and inverters on the critical path | 2 |
| Yosys cell count | approximately 170 |
| Final number of setup-violating endpoints | 0 |
| Top cell family by delay on the critical path | simple AND/OR/NAND/NOR gates |
| Antenna Cells | 0 |
| Pins over their slew limit | 0 |
| Resized Gates After CTS | 0 |
| Final Core Density | about 43% |
| Pin count of the biggest net entering global routing | 26 |
| Count of routing violations after the opening detailed-route iteration | ~40 |
| Warning count from the yosys run | 2 |
| Number of distinct standard cells referenced by the synthesized netlist | 29 |
| Mean post-synth cell area | roughly 8.2 um2 |
| Share of the core filled by cells before placement | between 10% and 20% |
| Final count of hold timing violations | 0 |
| Leakage power figure | between 1 and 1.5 nW |
| Vias after detailed routing | 1879 |
| Share of the cycle needed by the critical path after routing | 90.5% |
| Seq share, synth | 0% |
| Detailed-route vias per instance | between 4 and 5 |
| Type of the setup path with the least slack | input port to output pin |
| Crit path time final | 4800 ps |
| Cell with the most instances on the worst path | sky130_fd_sc_hd__clkdlybuf4s50_1 |
| Unrepaired setup endpoints after global routing | false |
| HPWL after DPL | about 6400 um |
| Post-synthesis cell count | between 150 and 200 |
| CP required | approximately 4200 ps |
| Buffers added on ports | 160 |
| Maxcap violations | 0 |
| Achievable clock frequency | ~210 MHz |
| Share of post-route cells with drive strength above 1 | under 10% |
| Min-delay worst type | input port to output pin |
| Residual overflow from global routing | 0 |
| Number of antenna violations at the first check in global routing | 0 |
| Post-route met1 wirelength | between 3000 and 4000 um |
| Syn-to-layout area delta | 123% |
| CP cell instances | clkdlybuf4s50_1 > nand4_1 > nor4_1 > nand3_1 > xnor2_1 > mux4_2 > clkdlybuf4s50_1 |
| I/O pin cnt | roughly 160 |
| Setup Fix Bufs, Post-CTS | 0 |
| Number of global-route vias before repair | between 1.5k and 2k |
| Final ANT Viol Nets | 0 |
| TritonRoute pass-1 iters | 4 |
| Number of logged tool warnings | 35 |
| Power density over the cells | 73.9 mW/mm2 |
| Cell with the largest stage delay on the worst path | sky130_fd_sc_hd__nor4_1 |
| Placement row count | 31 |
| Last weighted congestion value of the routability-driven placer | roughly 0.82 |
| Topmost layer with routed signal wires | met4 |
| Syn Std Cell Area | ~0.0014 mm2 |
| Chip area line of the yosys report | between 0.001 and 0.0015 mm2 |
| Slew at the pin closest to its max-slew limit | 649 ps |
| FF/Latch Area | 0 um2 |
| Wire length of the first global-routing pass | 10800 um |
| Worst slew margin relative to its limit | approximately 56% |
| Detail-routed net length per standard cell | between 15 and 20 um |
| GRT Overall Usage | between 10% and 20% |
| Delay of the slowest cell on the worst path | 640 ps |
| Residual DRC | 0 |
| Die width | around 110 um |
| Met2 layer wire length in the routed design | 3480 um |
| Critical path arrival | between 3000 and 4000 ps |
| Routed length on met3 | approximately 470 um |
| Critical Path Start Type | input port |
| DIE AREA | around 0.011 mm2 |
| Highest-count logic cell in the final layout | sky130_fd_sc_hd__clkdlybuf4s50_1 |
| Most common logic cells in the final layout | sky130_fd_sc_hd__clkdlybuf4s50_1, sky130_fd_sc_hd__nand2_1, sky130_fd_sc_hd__mux4_2, sky130_fd_sc_hd__xor2_1 |
| Total Routed Length | between 7000 and 8000 um |
| Count of sequential standard cells | 0 |
| CP Capture Type | output pin |
| Layout clock buffers | 0 |
| Die Y-Extent | 106 um |
| Setup Total Neg Slack | 0 ps |
| Area of the placeable core | approximately 0.0072 mm2 |
worst paths after layout:
| path | from | end | slack [ps] | cells past startpoint |
|---|---|---|---|---|
| hold / removal | wb_sel[1] | wbdataMW[1] | 3020 | 3 |
| setup / recovery | pc[10] | wbdataMW[20] | 500 | 7 |
area by class of cell:
class,instances,area [um2]
Timing Repair Buffer,163,1610
Multi-Input combinational cell,156,1330
Fill cell,738,4130
Inverter,3,11.3
Tap cell,99,124
metal layers:
| metal | vias up | GRT usage [%] |
|---|---|---|
| met5 | - | 0 |
| met1 | 838 | 15.3 |
| met3 | 2 | 2.75 |
| met2 | 77 | 20.6 |
| met4 | 0 | 0.484 |
| li1 | 962 | - |
through the flow:
stage	cell area, um2	power [mW]	hold slack (ps)	setup slack [ps]	std cells
2_1_floorplan	1380	0.0664	2170	1830	169
3_3_place_gp	3080	0.230	3050	455	421
3_5_place_dp	3080	0.231	3050	459	421
4_1_cts	3080	0.232	3050	459	421
5_1_grt	3080	0.247	3080	273	421
6_report	3080	0.228	3020	503	421
synth_stat cells (all sizes together) (4+ instances only):
library cell	n	share of area (%)
mux4	19	31
mux2i	4	2.9
nand4	10	5.6
clkbuf	8	2.2
xor2	15	9.5
nand2	31	8.4
xnor2	13	8.2
o21bai	7	3.8
a22oi	7	3.8
o21ai	13	4.7
nand3	11	4.0
nor4	4	3.4
nor2	5	1.4
worst min-delay path: cells and delay by family:
kind	cells	cell delay [ps]
buf+inv	2	700
compound gates	1	200
power breakdown:
part / internal (mW) / switching (mW)
logic: 0.165 / 0.0622
registers: 0 / 0
clock network: 0 / 0
total: 0.165 / 0.0622
cell families after synthesis:
logic type                 count (synthesis)  share of synthesized area (%)
xor gates and xnor gates                  28                           17.8
and+or+nand+nor                           72                           28.4
buffers and inverters                     13                           3.62
adders and majority gates                  2                           1.81
AOI/OAI and AO/OA                         31                           14.6
muxes                                     23                           33.9
Power figures rest on the tool's default switching activity, not on a simulated workload.
