===== design.v =====
`timescale 1ns / 1ps
    parameter BUS_WIDTH = 32;
    parameter WIDTH = 8;
    parameter DEPTH = 2048;
    parameter ADDR = 11;
    typedef enum logic [6:0] {     
        R_type      = 7'b0110011,  
        I_type_load = 7'b0000011,  
        I_type_imm  = 7'b0010011,  
        I_type_jalr = 7'b1100111,  
        S_type      = 7'b0100011,  
        U_type_auipc= 7'b0010111,  
        U_type_lui  = 7'b0110111,  
        B_type      = 7'b1100011,  
        J_type_jal  = 7'b1101111,   
        CSR_type    = 7'b1110011 
    } type_opcode_e;
    typedef enum logic [6:0] {   
        add     = {3'b100,1'b0,3'b000},
        sub     = {3'b100,1'b1,3'b000},
        sll     = {3'b100,1'b0,3'b001},
        slt     = {3'b100,1'b0,3'b010},
        sltu    = {3'b100,1'b0,3'b011},
        xor_    = {3'b100,1'b0,3'b100},
        srl     = {3'b100,1'b0,3'b101},
        sra     = {3'b100,1'b1,3'b101},
        or_     = {3'b100,1'b0,3'b110}, 
        and_    = {3'b100,1'b0,3'b111}, 
        addi    = {3'b010,1'bx,3'b000},
        slli    = {3'b010,1'b0,3'b001},
        slti    = {3'b010,1'bx,3'b010},
        sltiu   = {3'b010,1'bx,3'b011}, 
        xori    = {3'b010,1'bx,3'b100},
        srli    = {3'b010,1'bx,3'b101},
        srai    = {3'b010,1'b1,3'b101}, 
        ori     = {3'b010,1'bx,3'b110},
        andi    = {3'b010,1'bx,3'b111},
        lui_    = {3'b001,1'bx,3'bxxx}
    } type_alu_e;
    typedef enum logic [2:0] {   
        beq    = 3'b000,
        bne    = 3'b001,
        no_jump= 3'b010,
        jump   = 3'b011,
        blt    = 3'b100,
        bge    = 3'b101, 
        bltu   = 3'b110,
        bgeu   = 3'b111    
    } type_B_op_e;
    typedef enum logic [3:0] {   
        csrrw   = 4'b1001,
        csrrs   = 4'b1010,
        csrrc   = 4'b1011,
        csrrwi  = 4'b1101,
        csrrsi  = 4'b1110, 
        csrrci  = 4'b1111   
    } type_CSR_op_e;
    typedef enum logic [11:0] {   
        CSR_ADDR_MSTATUS        = 'h300,
        CSR_ADDR_MIE            = 'h304,
        CSR_ADDR_MTVEC          = 'h305,
        CSR_ADDR_MEPC           = 'h341,
        CSR_ADDR_MCAUSE         = 'h342,
        CSR_ADDR_MIP            = 'h344
    } type_csr_addr_e;
    typedef enum logic [2:0] {   
        Idle        = 3'b000,
        Load        = 3'b001,
        Write       = 3'b010,
        Transmit    = 3'b011,
        Receive     = 3'b100,
        Read        = 3'b101 
    } type_uart_state_e;
    typedef struct packed {
        logic [BUS_WIDTH-1:0] dbus;
        logic [BUS_WIDTH-1:0] dbus_addr;
        logic wr_en;
        logic rd_en;
        logic sel;
    }type_lsu2module_data_s; 
    typedef struct packed {
        logic [BUS_WIDTH-1:0] rd_data;
    }type_module2lsu_s;  
    typedef struct packed {
        logic [BUS_WIDTH-1:0] pc;
        logic [BUS_WIDTH-1:0] inst;
    }type_f2de_data_s;
    typedef struct packed {
        logic [BUS_WIDTH-1:0] imm32;
        logic [BUS_WIDTH-1:0] rdata1;
        logic [BUS_WIDTH-1:0] rdata2;
    }type_d2e_data_s;
    typedef struct packed {
        logic [BUS_WIDTH-1:0] addr;
        logic [BUS_WIDTH-1:0] data;
    }type_e2csr_data_s;
    typedef struct packed {
        logic [BUS_WIDTH-1:0] pc;
        logic [BUS_WIDTH-1:0] inst;
        logic [BUS_WIDTH-1:0] alu_out;
        logic [BUS_WIDTH-1:0] wdata;
        type_e2csr_data_s e2csr_data;
    }type_de2mw_data_s;
    typedef struct packed {
        logic [BUS_WIDTH-1:0] alu_out;
        logic [BUS_WIDTH-1:0] wbdata;
        logic [BUS_WIDTH-1:0] inst;
    }type_mw2de_fb_data_s;
    typedef struct packed {
        logic [BUS_WIDTH-1:0] alu_out;
    }type_de2f_fb_data_s; 
    typedef struct packed {
        logic [BUS_WIDTH-1:0] epc_evec;
    }type_csr2f_fb_data_s;
    typedef struct packed {
        logic [1:0] wb_sel;
    }type_w_ctr_s;
    typedef struct packed {
        logic wr_en;
        logic rd_en;
    }type_m_ctr_s;
    typedef struct packed {
        logic sel_A;
        logic sel_B;
        logic [1:0] For_A;
        logic [1:0] For_B;
        logic [2:0] br_type;
        logic [3:0] alu_op;
    }type_e_ctr_s;
    typedef struct packed {
        logic reg_wrMW;
        logic [2:0] imm_gen;
        logic illegal_opcode;
    }type_d_ctr_s;
    typedef struct packed {
        logic br_taken;
    }type_f_ctr_s;
    typedef struct packed {
        logic epc_taken;
    }type_csr2f_ctr_s;
    typedef struct packed {
        logic reg_wr;
        logic reg_rd;
        logic is_mret;
    }type_csr_ctr_s;
module BranchCond(input logic [2:0] br_type,
                   input logic [BUS_WIDTH-1:0] A, B,
                   output logic br_taken
                    );
type_B_op_e branch;
assign branch = type_B_op_e' (br_type);
    always_comb 
    begin
		case (branch)  
			beq : br_taken = (A==B)? 1:0;	                      
			bne : br_taken = (A!=B)? 1:0;	                      
			no_jump : br_taken = 0;	                             
			jump : br_taken = 1;	        
			blt : br_taken = ($signed(A) < $signed(B))?  1:0;	  
			bge : br_taken = ($signed(A) >= $signed(B))? 1:0;	  
			bltu : br_taken = (A<B)?  1:0;	                      
			bgeu : br_taken = (A>=B)? 1:0;	                      
			default: br_taken = 0;
        endcase
    end
endmodule

===== run.sh =====
#!/bin/bash
# OpenROAD 26Q1-2900-gdf79404cd8, Yosys 0.63+post, stock flow scripts
make -C /OpenROAD-flow-scripts/flow DESIGN_CONFIG=/design/flow/config.mk WORK_HOME=/design/flow/orfs finish

===== config.mk =====
export PLATFORM = sky130hd
export DESIGN_NAME = BranchCond
export DESIGN_NICKNAME = BranchCond
export VERILOG_FILES = /design/flow/design.v
export SDC_FILE = /design/flow/constraint.sdc
export NUM_CORES = 4
export LEC_CHECK = 1
export CORE_AREA = 10 10 85 85
export DIE_AREA = 0 0 95 95

===== constraint.sdc =====
current_design BranchCond

set clk_period 5.9
set clk_io_pct 0.2

create_clock -name clk0 -period $clk_period

set non_clock_inputs [all_inputs -no_clocks]
set_input_delay [expr $clk_period * $clk_io_pct] -clock clk0 $non_clock_inputs
set_output_delay [expr $clk_period * $clk_io_pct] -clock clk0 [all_outputs]

==> results.rst <==
Synthesis and place-and-route
=============================

.. list-table::
   :header-rows: 1

   * - Metric
     - Value
   * - Number of sequential cells in the layout
     - 0
   * - Worst-path fanout max
     - 5
   * - Design Area, Final
     - approximately 1700 um^2
   * - Category of cells accounting for the largest share of critical-path delay
     - buffers and inverters
   * - Largest net degree at the start of global routing
     - 9
   * - Signed area change from the synthesized netlist to the final layout
     - 82.9%
   * - WL final
     - between 2 and 3 mm
   * - Internal power of the cells
     - 64.8 uW
   * - Count of nets left with antenna violations after detail routing
     - 0
   * - Status
     - complete, no violations
   * - Register share after synthesis
     - 0
   * - Vias in the first global route
     - 1,074
   * - Number of cells traversed by the worst hold path
     - 3
   * - Setup repair after global routing missed its margin
     - no
   * - Post-synth area from yosys stat
     - 930 um^2
   * - Vias
     - between 1,000 and 1,500
   * - Comb power frac
     - 1.000
   * - Worst path arrival time
     - 4.04 ns
   * - Final Hold Slack
     - 3.39 ns
   * - Synth Instances
     - around 130
   * - Cts repair resizes
     - 0
   * - Critical path start-end classification
     - input pin to primary output
   * - Chip area
     - 9030 um^2
   * - Io pins
     - just under 70
   * - RePlAce Congestion
     - 0.770
   * - Number of hold violations in the final report
     - 0
   * - Top cell type by instance count after synthesis
     - sky130_fd_sc_hd__inv_1
   * - Global-route wire length before repair
     - 4.53 mm
   * - Ys Warns
     - 1
   * - Die width
     - 95 um
   * - Cell type of the slowest stage on the worst timing path
     - sky130_fd_sc_hd__or4_4
   * - Diodes inserted
     - 0
   * - Initial standard-cell utilization of the core
     - 0.170
   * - Slew HR
     - 0.816
   * - Number of failing setup endpoints in the final timing report
     - 0
   * - Post-layout utilization of the core
     - 0.311
   * - Total negative setup slack
     - 0 ns
   * - Commonest cells in the synthesized netlist
     - sky130_fd_sc_hd__inv_1 (34), sky130_fd_sc_hd__ha_1 (32), sky130_fd_sc_hd__a21oi_1 (14)
   * - Net switching power figure
     - 36.2 uW
   * - Detailed-routing iteration count for the pre-antenna-repair pass
     - 2
   * - Clk_buf instances
     - 0
   * - Total setup buffers inserted after CTS
     - 0
   * - Cell area after placement
     - between 1500 and 2000 um^2
   * - Distinct cells, synth
     - 28
   * - Hold Crit Class
     - input pin to primary output
   * - DPL Wire Length
     - 2.77 mm
   * - Vertical die size
     - ~95 um
   * - Total of hold buffers inserted after clock tree synthesis
     - 0
   * - End point of the most critical hold path
     - br_taken
   * - Power share of the sequential group
     - 0
   * - Worst Tran Pin Value
     - roughly 0.27 ns
   * - Worst hold start
     - br_type[2]
   * - Cell type with the highest occurrence count on the critical path
     - sky130_fd_sc_hd__clkdlybuf4s50_1
   * - Highest cell delay on the worst timing path
     - 0.58 ns
   * - Number of warning messages in the logs
     - 32
   * - PD cells
     - 59.4 nW/um^2
   * - Top area contributor share
     - 0.431
   * - Number of maximum-capacitance violations
     - 0
   * - Total track usage
     - 0.0588
   * - VDD IR-drop max
     - about 0.00002 V
   * - Share of final-layout standard cells stronger than drive strength 1
     - 0.0251
   * - Cells taking the most area after synthesis
     - sky130_fd_sc_hd__ha_1 (43%), sky130_fd_sc_hd__inv_1 (14%), sky130_fd_sc_hd__a21oi_1 (7.5%)
   * - Number of pins with negative max-slew slack in the final report
     - 0
   * - Number of filler instances in the final layout
     - 598
   * - GRT Residual Overflow
     - 0
   * - Type of destination of the critical path
     - primary output
   * - Net Sw Frac
     - 0.359
   * - Count of buffer and inverter cells on the critical path
     - 3
   * - Total power consumption of the routed design
     - around 100 uW
   * - Vias per cell
     - 3.97
   * - Routed WL per cell
     - roughly 11 um
   * - Count of standard-cell rows
     - 27
   * - Largest area contributor in the synthesized netlist
     - sky130_fd_sc_hd__ha_1
   * - Min cycle time layout
     - 5.22 ns
   * - Initial drt markers
     - 15
   * - Netlist area before placement
     - 930 um^2
   * - Average cell area after synthesis
     - 7.10 um^2
   * - DR DRC count
     - 0
   * - Critical path, cell by cell
     - clkdlybuf4s50_1, inv_1, ha_1, nand4_2, or4_4, a31o_2, nor2b_1, mux2i_1, a311oi_1, clkdlybuf4s50_1
   * - Standby leakage power
     - 0.802 nW
   * - Area occupied by registers
     - 0 um^2
   * - Worst Path Required
     - 4.72 ns
   * - Max frequency
     - ~190 MHz
   * - Combinational Area
     - 802 um^2
   * - Yosys cell count
     - 131
   * - Part of the power in the clock network
     - 0
   * - CORE AREA
     - about 5500 um^2
   * - Number of antenna violations at the first check in global routing
     - 0
   * - PortBufs
     - 68
   * - Post-layout period usage
     - 0.884
   * - CP Launch Type
     - input pin
[power by group through the flow]
stage	Clock [mW]	Sequential, mW	Combinational, mW
4_1_cts	0	0	0.103
5_1_grt	0	0	0.115
6_report	0	0	0.101
[layout by cell type, fill, tap and decap left out, drive strengths merged]
cell type,synthesis,routed
mux2i,1,1
nor2,3,3
nand2b,2,2
inv,34,34
ha,32,32
or4,3,3
nand4,8,8
a311oi,1,1
o21ai,6,6
a21oi,14,14
a31o,1,1
o211ai,3,3
a21boi,2,2
a21o,1,1
nor2b,3,3
o221ai,1,1
nor3,4,4
a22o,1,1
a2111o,1,1
clkdlybuf4s50,0,68
o21a,1,1
nand2,6,6
nand3,1,1
a221oi,1,1
or2,1,1
[per-stage QoR]
stage,worst slack (ns),instances
floorplan,1.84,131
global placement,0.666,271
detailed placement,0.666,271
CTS,0.658,271
global route,0.546,271
finish,0.685,271
[cells by family after synthesis]
kind of cell	after synthesis	share of synthesized area
and+or+nand+nor	31	0.194
muxes	1	0.0108
AOI/OAI and AO/OA	33	0.227
adders and majority gates	32	0.431
buffers and inverters	34	0.137
[how the worst max path moves through the flow]
stage | start | end | cells past startpoint
4_1_cts | B[31] | br_taken | 10
5_1_grt | B[31] | br_taken | 10
6_report | B[31] | br_taken | 10
[cell type report]
cell class	count	area share
repair buffers	68	0.400
well taps	72	0.0530
inverters	34	0.0751
multi-input cells	97	0.472
[per-layer routing]
metal  global-route usage  routed length [um]
met5                    0                   0
met1               0.0758                1310
met4                    0                   0
met2                0.102                1340
met3               0.0152                 239
Power figures rest on the tool's default switching activity, not on a simulated workload.
